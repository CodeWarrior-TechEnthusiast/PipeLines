==> design/flow/run.sh <==
#!/bin/bash
# OpenROAD 26Q1-2900-gdf79404cd8, Yosys 0.63+post, stock flow scripts
make -C /OpenROAD-flow-scripts/flow DESIGN_CONFIG=/design/flow/config.mk WORK_HOME=/design/flow/orfs finish
==> design/flow/config.mk <==
export PLATFORM = sky130hd
export DESIGN_NAME = pipelined_3stage
export DESIGN_NICKNAME = pipelined_3stage
export VERILOG_FILES = /design/flow/design.v
export SDC_FILE = /design/flow/constraint.sdc
export NUM_CORES = 4
export LEC_CHECK = 1
export CORE_UTILIZATION = 40
export SYNTH_MEMORY_MAX_BITS = 65536
==> design/flow/constraint.sdc <==
current_design pipelined_3stage

set clk_period 16.5
set clk_io_pct 0.2

create_clock -name clk0 -period $clk_period [get_ports {clk}]

set non_clock_inputs [all_inputs -no_clocks]
set_input_delay [expr $clk_period * $clk_io_pct] -clock clk0 $non_clock_inputs
set_output_delay [expr $clk_period * $clk_io_pct] -clock clk0 [all_outputs]
==> design/flow/design.v <==
`timescale 1ns / 10ps
module ID_EXE_stage (
	input  clk,  rst, 
	input [32-1:0] rdata1_in,
	input [32-1:0] rdata2_in,
	input [32-1:0] imm_in,
	input [2:0] opcode_in,
	input alusrc_in,
	input [5-1:0]waddr_in, 
	output reg [32-1:0] rdata1_out,
	output reg [32-1:0] rdata2_out,
	output reg [32-1:0] imm_out,
	output reg [2:0] opcode_out,
	output reg alusrc_out,
	output reg[5-1:0]waddr_out
);
always @ (posedge clk) begin
	if(rst)
	begin
		waddr_out <= 0;
		rdata1_out <= 0;
		rdata2_out <= 0;
		imm_out<=0;
		opcode_out<=0;
		alusrc_out<=0;
	end
   else
	begin
		waddr_out <= waddr_in;
		rdata1_out <= rdata1_in;
		rdata2_out <= rdata2_in;
		imm_out<=imm_in;
		opcode_out<=opcode_in;
		alusrc_out<=alusrc_in;
	end
end
endmodule
`timescale 1ns / 1ps
`timescale 1ns / 10ps
module IF_ID_stage (
	input  clk,  rst, 
	input [32-1:0] inst_in,
	output reg [32-1:0] inst_out);
always @ (posedge clk) begin
	if(rst)
	begin
		inst_out <= 0;
	end
   else
	begin
		inst_out <= inst_in;
	end
end
endmodule
`timescale 1ns / 10ps
module PC1(
       clk,
		 rst,       
		 nextPC,		 
		 currPC);
		 input clk,rst;		 
		 input [32 - 1:0]nextPC;		  
		 output reg [32 - 1:0]currPC;
always @( posedge clk)
begin
if (rst) begin
	 currPC <= 32'h00000000;
	end else begin
	 currPC <= nextPC;
	end
end
endmodule	
module adder(
   a,    
   b,    
   out    
   );
   parameter DSIZE = 32;
   input [DSIZE-1:0] a, b;
   output [DSIZE-1:0] out;
assign out = a+b;
endmodule
`timescale 1ns / 10ps
module alu(
   a,    
   b,    
   op,    
   out    
   );
   input [32-1:0] a, b;
   input [2:0] op;
   output reg [32-1:0] out;
always @(a or b or op )
begin
   case(op)
       6'b000000: out = a+b;
       6'b000001: out = a - b;
       6'b000010: out = a & b;
       6'b000011:  out = a^b;
       6'b000100: out = a<=b;
       6'b000101: out = a*b;
       6'b000110: out = a+b;
default: out = 0;  
   endcase
end
endmodule
`timescale 1ns / 10ps
module control(
  input [5:0] inst_cntrl, 
  output reg wen_cntrl,
  output reg alusrc_cntrl,
  output reg regdst_cntrl,
  output reg [2:0] aluop_cntrl
  );
  always@(inst_cntrl)
  begin
    case(inst_cntrl)
			6'b000000: begin
					wen_cntrl=1;
					alusrc_cntrl=0;
					regdst_cntrl=1;
					aluop_cntrl=inst_cntrl[2:0];
			end
        6'b000001: begin
                wen_cntrl=1;
					 alusrc_cntrl=0;
					 regdst_cntrl=1;
                aluop_cntrl=inst_cntrl[2:0];
        end
        6'b000010: begin
                wen_cntrl=1;
					 alusrc_cntrl=0;
					 regdst_cntrl=1;
                aluop_cntrl=inst_cntrl[2:0];
        end
        6'b000011: begin
                wen_cntrl=1;
					 alusrc_cntrl=0;
					 regdst_cntrl=1;
                aluop_cntrl=inst_cntrl[2:0];
        end
        6'b000100: begin
                wen_cntrl=1;
					 alusrc_cntrl=0;
					 regdst_cntrl=1;
                aluop_cntrl=inst_cntrl[2:0];
        end
        6'b000101: begin
                wen_cntrl=1;
					 alusrc_cntrl=0;
					 regdst_cntrl=1;
                aluop_cntrl=inst_cntrl[2:0];
			end
		6'b000110: begin
                wen_cntrl=1;
					 alusrc_cntrl=1;
					 regdst_cntrl=0;
                aluop_cntrl=inst_cntrl[2:0];
        end
		default: begin
				wen_cntrl=1; 
				alusrc_cntrl=0;
				regdst_cntrl=1;
				aluop_cntrl=inst_cntrl[2:0];
		end	
    endcase
  end
endmodule
`timescale 1ns / 10ps
module memory( clk, rst, wen, addr, data_in, fileid, data_out); 
  input clk;
  input rst;
  input wen;					 
  input [32-1:0] addr;       
  input [32-1:0] data_in;    
  input  fileid;				 
  output [32-1:0] data_out;  
  reg [32-1:0] memory [0:32*32-1];  
  reg [8*1000:0] line; 		    
integer fin, i, c, r;
reg [32-1:0] t_addr;
reg [32-1:0] t_data;
reg [32-1:0] addr_r;
assign data_out = memory[addr];		    
  always @(posedge clk)
    begin
      if(rst)
        begin
	memory[0] <= 32'h00000000;
        memory[1] <= 32'h05031000;
        memory[2] <= 32'h00430800;
        memory[3] <= 32'h0901F000;
        memory[4] <= 32'h1502F800;
        memory[5] <= 32'h03fa5000;
        memory[6] <= 32'h18E40001;
        memory[7] <= 32'h00000000;
        memory[8] <= 32'h00000000;   
	end
      else
        begin
          if (wen) 
            begin            
              memory[addr] <= data_in;
            end
	end
    end
endmodule
`timescale 1ns / 1ps
`timescale 1ns / 10ps
module pipelined_3stage(clk, rst, aluout);
input clk;				
input rst;
output [32-1:0] aluout;	
	wire [32-1:0] currPC;
	wire [32-1:0] nextPC;
	wire [32-1:0] inst;
	wire [32-1:0] instr_out;
	wire alusrc;
	wire alusrc_out;
	wire [2:0]	aluop;
	wire [2:0]	aluop_out;
	wire regDST;
	wire wen;
	wire [32-1:0] rdata1_in;
	wire [32-1:0] rdata1_out;
	wire [32-1:0] rdata2_in;
	wire [32-1:0] rdata2_out;
	wire [32-1:0] imm_in = {16'b0,instr_out[15:0]};
	wire [32-1:0] imm_out;
	wire [32-1:0]rdata2_imm=alusrc_out ? imm_out : rdata2_out; 
	wire [5-1:0]waddr_regDST=regDST ? instr_out[15:11] : instr_out[20:16]; 
	wire [5-1:0]waddr_regDST_out;
	adder ADD0 (.a(currPC),.b(32'b1),.out(nextPC));
	PC1 PC0 (.clk(clk),.rst(rst),.nextPC(nextPC),.currPC(currPC));
	memory M0 (.clk(clk),.rst(rst),.wen(1'b0), .addr(currPC), .data_in(32'b0), .fileid(0), .data_out(inst));
	IF_ID_stage IF_ID0(.clk(clk),.rst(rst),.inst_in(inst),.inst_out(instr_out));
	control C0 (.inst_cntrl(instr_out[31:26]),.wen_cntrl(wen),.alusrc_cntrl(alusrc),.regdst_cntrl(regDST),.aluop_cntrl(aluop));
	regfile RF0 (.clk(clk),.rst(rst),.wen(wen),.raddr1(instr_out[25:21]),.raddr2(instr_out[20:16]),.waddr(waddr_regDST_out),.wdata(aluout),.rdata1(rdata1_in),.rdata2(rdata2_in));
	ID_EXE_stage ID_EXE0(.clk(clk),.rst(rst),.rdata1_in(rdata1_in),.rdata2_in(rdata2_in),.imm_in(imm_in),.opcode_in(aluop),.alusrc_in(alusrc),.waddr_in(waddr_regDST),.rdata1_out(rdata1_out),.rdata2_out(rdata2_out),.imm_out(imm_out),.opcode_out(aluop_out),.alusrc_out(alusrc_out),.waddr_out(waddr_regDST_out));
	alu ALU0 (.a(rdata1_out),.b(rdata2_imm),.op(aluop_out),.out(aluout));
endmodule
`timescale 1ns / 10ps
`timescale 1ns / 1ps
module regfile (
	clk,
	rst,
	wen,
	raddr1, 
	raddr2, 
	waddr, 
	wdata, 
	rdata1,
	rdata2
	);
	input clk;
	input rst;
	input wen;
	input [5-1:0] raddr1; 
	input [5-1:0] raddr2; 
	input [5-1:0] waddr; 
	input [32-1:0] wdata; 
	output [32-1:0] rdata1;
	output [32-1:0] rdata2;
	reg [32-1:0] regdata [0:32-1];
integer i;
	always@(posedge clk)
		begin
			if(rst)
				begin
					for (i=0; i<32; i=i+1)
					regdata[i] <=0;
					regdata[8] <=5; 
					regdata[3] <=2;
				end
			else
				regdata[waddr] <= (wen == 1) ? wdata : regdata[waddr]; 
		end
	assign rdata1 = ((wen) && (waddr == raddr1)) ? wdata : regdata[raddr1]; 
	assign rdata2 = ((wen) && (waddr == raddr2)) ? wdata : regdata[raddr2];
endmodule 
==> results_dict.tcl <==
# implementation run metrics
set metrics [dict create \
    outcome "finished, final reports clean" \
    htree_levels 3 \
    ys_ff 863 \
    cts_buffers 91 \
    synth_area_sq_um 58420 \
    yosys.area_share.adder 0.1816 \
    yosys-stat-area_sq_um 58420 \
    max_freq_mhz 74.10 \
    p_sw_frac 0.3918 \
    grt_overflow 0 \
    crit_path_end_kind "output port" \
    drt_pass1_iterations 8 \
    ys_types 92 \
    worstSkewPairLatency_ns 0.68 \
    worstPathArrival_ns 10.20 \
    yosysWarningCount 8 \
    fp-utilization 0.4047 \
    drive_above_1_share 0.1472 \
    warnings 54 \
    rsz0062_at_grt "false" \
    hold_viol_final 0 \
    compound_area_frac 0.04765 \
    synth.cellmix.simpleShare 0.1376 \
    p_int_mw 4.778 \
    clockBufferDepth 3 \
    power_frac_comb 0.413 \
    rows 139 \
    area_growth_pct 9.419 \
    die_w_microns 384.2 \
    grt_pass1_vias 42602 \
    edf_count 768 \
    clkTransAtPathRegs_ns 0.06 \
    synth_cells 5059 \
    placedCellCount 6751 \
    core_area_sq_um 144400 \
    gp_congestion 0.9888 \
    relSlewSlack 0.3152 \
    avgViaCountPerCell 5.745 \
    crit_fanout 36 \
    synthArstFlopShare 0 \
    top_logic_kind "adder cells" \
    tns_ns 0 \
    grt_max_degree 60 \
    antenna_found_initial 7 \
    p_seq_frac 0.333 \
    drtAntennaViolNets 0 \
    setup_viol 0 \
    cts_root_buf "clkbuf_16" \
    worstSetupStartpointType "register" \
    slew_violations 0 \
    grt_pass1_wl_mm 288.7 \
    final_cells 6919 \
    drc 0 \
    synth_area_per_cell_sq_um 11.55 \
    ys_sh_xor 0.01771 \
    wl_per_cell_microns 28.45 \
    drt_iter0_drc 2894 \
    die-area_sq_um 147600 \
    cts_setup_buffers 0 \
    cts-resized-gates 0 \
    net-switching-power_mw 3.078 \
    ys_seq_share 0.4273 \
    vias 39748 \
    min_path_type "register to register" \
    yosys-stat-cells 5059 \
    die_h_microns 384.2 \
    top_cell_area_share 0.3947 \
    leakagePower_nw 24.54 \
    layout_min_cycle_time_ns 13.50 \
    grt_usage 0.2931 \
    hpwl_mm 129.9 \
    period_used_share 0.8179 \
    cts_sinks 863 \
    largest_area_cell "edfxtp_1" \
    finalWirelength_mm 196.9 \
    worstMarginPinSlew_ns 1.025 \
    maxCapViolations 0 \
    area_leaders "edfxtp_1 (39%), fa_1 (14%), mux4_2 (12%)" \
    clkPwrFrac 0.254 \
    clock_skew_ns 0.04732 \
    ys_sh_mux 0.1296 \
    portBuffers 33 \
    fin_util 0.4429 \
    vdd_drop_max_mv 0.1014 \
    cts_tree "done" \
    ios 34 \
    ff_type "edfxtp_1" \
    setup.worst_path.class "register to output port" \
    ctsHoldBuffers 0 \
    powerDensity_nw_per_um2 122.9 \
    cp.required_ns 13.20 \
]
-- cell usage in the layout (no fill, tap or decap), types with 18 or more instances in the layout --
master	count
nor2_1	924
edfxtp_1	768
inv_1	467
fa_1	410
nand2_1	357
mux4_2	320
and2_1	266
ha_1	192
buf_4	169
a21oi_1	131
clkbuf_16	95
xnor2_1	88
dfxtp_1	86
o21ai_0	81
nand2_2	46
nor2b_1	42
nor3_1	33
clkdlybuf4s50_1	32
mux2i_1	31
nand3_1	30
nand2b_1	26
xor2_1	25
clkinv_2	19
clkinv_1	18
clkbuf_1	18
-- cells by family after synthesis --
| kind of cell | count (synthesis) |
|---|---|
| AOI/OAI and AO/OA | 416 |
| xor gates and xnor gates | 115 |
| adders and majority gates | 602 |
| buffers and inverters | 887 |
| DFF | 863 |
| muxes | 356 |
| and+or+nand+nor | 1820 |
-- sequential cells by signal, summed over array words and instances, names as in the netlist --
register / flops
RF0.regdata: 768
ID_EXE0.waddr_out: 5
ID_EXE0.rdata2_out: 32
ID_EXE0.alusrc_out: 1
PC0.currPC: 4
ID_EXE0.imm_out: 5
ID_EXE0.rdata1_out: 32
IF_ID0.inst_out: 13
ID_EXE0.opcode_out: 3
-- worst max-delay path, stage by stage (launching register included) --
cell and delay, ns:
dfxtp_2 0.31, buf_4 0.43, mux2i_1 0.51, inv_1 0.47, and2_1 0.33, fa_1 0.50, fa_1 0.52, inv_1 0.05
fa_1 0.47, fa_1 0.51, fa_1 0.54, inv_1 0.05, fa_1 0.47, fa_1 0.52, fa_1 0.43, ha_1 0.35
a21oi_1 0.17, a21boi_0 0.09, a311o_1 0.35, a2111o_1 0.41, o21ai_0 0.08, o31ai_1 0.14, mux2i_1 0.18, or4_1 0.56
a21oi_2 0.13, buf_4 0.34, inv_1 0.15, clkdlybuf4s50_1 0.43
-- stage by stage --
stage	hold WS (ns)	total power [mW]	worst slack, ns	instance area [sq um]
floorplan	0.4318	4.664	5.250	58420
global placement	0.4528	5.853	3.779	61020
detailed placement	0.4486	5.839	3.724	61020
CTS	0.4568	7.855	3.000	63930
global route	0.4928	8.235	2.572	63930
finish	0.4569	7.856	3.005	63930
-- area by class of cell --
| type | count | area [sq um] |
|---|---|---|
| well taps | 1903 | 2381 |
| inverters | 474 | 1779 |
| clock inverters | 51 | 425.4 |
| diodes | 1 | 2.502 |
| multi-input cells | 3309 | 30280 |
| fillers | 12905 | 80420 |
| flip-flops and latches | 863 | 24990 |
| repair buffers | 202 | 1594 |
| clock buffers | 116 | 2480 |
-- synthesized netlist by cell type (all sizes together) (11+ instances only) --
cell type and number:
o21a 16, fa 410, edfxtp 768, buf 91
o21ai 88, nor2 927, nand2 403, clkbuf 322
a221oi 14, o21bai 14, ha 192, xnor2 88
nor2b 51, inv 472, mux4 320, and3 15
nand3 30, xor2 25, o221ai 11, or3 14
and2 268, a21oi 137, dfxtp 95, mux2i 31
nand2b 26, a21o 14, a211oi 12, nor3 34
-- power groups by stage --
stage | registers (mW) | logic [mW] | clock network (mW)
6_report | 2.61 | 3.25 | 2.00
4_1_cts | 2.61 | 3.23 | 2.02
5_1_grt | 2.63 | 3.51 | 2.10
-- layer usage --
| metal | share of wire | vias to the layer above | GRT usage |
|---|---|---|---|
| met5 | 0.0035 | - | 0.02827 |
| met4 | 0.046 | 32 | 0.1007 |
| met3 | 0.16 | 458 | 0.1898 |
| met2 | 0.46 | 2690 | 0.4328 |
| met1 | 0.33 | 19602 | 0.3519 |
| li1 | - | 16966 | - |
-- worst paths after layout --
kind	cells after the start	endpoint	startpoint	slack [ns]
max	27	aluout[30]	ID_EXE0.alusrc_out$_SDFF_PP0_	3.00
max reg2reg	24	RF0.regdata[23][31]$_SDFFCE_PN0P_	ID_EXE0.alusrc_out$_SDFF_PP0_	7.01
min reg2reg	1	ID_EXE0.opcode_out[1]$_SDFF_PP0_	IF_ID0.inst_out[27]$_SDFF_PP0_	0.46
min	1	ID_EXE0.opcode_out[1]$_SDFF_PP0_	IF_ID0.inst_out[27]$_SDFF_PP0_	0.46
Power is estimated from default activity; no workload was simulated.
