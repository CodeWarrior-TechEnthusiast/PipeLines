<file path="design.v">
`timescale 1ns / 10ps
module ID_EXE_stage (
	input  clk,  rst, 
	input [32-1:0] rdata1_in,
	input [32-1:0] rdata2_in,
	input [32-1:0] imm_in,
	input [2:0] opcode_in,
	input alusrc_in,
	input [5-1:0]waddr_in, 
	output reg [32-1:0] rdata1_out,
	output reg [32-1:0] rdata2_out,
	output reg [32-1:0] imm_out,
	output reg [2:0] opcode_out,
	output reg alusrc_out,
	output reg[5-1:0]waddr_out
);
always @ (posedge clk) begin
	if(rst)
	begin
		waddr_out <= 0;
		rdata1_out <= 0;
		rdata2_out <= 0;
		imm_out<=0;
		opcode_out<=0;
		alusrc_out<=0;
	end
   else
	begin
		waddr_out <= waddr_in;
		rdata1_out <= rdata1_in;
		rdata2_out <= rdata2_in;
		imm_out<=imm_in;
		opcode_out<=opcode_in;
		alusrc_out<=alusrc_in;
	end
end
endmodule
`timescale 1ns / 1ps
`timescale 1ns / 10ps
module IF_ID_stage (
	input  clk,  rst, 
	input [32-1:0] inst_in,
	output reg [32-1:0] inst_out);
always @ (posedge clk) begin
	if(rst)
	begin
		inst_out <= 0;
	end
   else
	begin
		inst_out <= inst_in;
	end
end
endmodule
`timescale 1ns / 10ps
module PC1(
       clk,
		 rst,       
		 nextPC,		 
		 currPC);
		 input clk,rst;		 
		 input [32 - 1:0]nextPC;		  
		 output reg [32 - 1:0]currPC;
always @( posedge clk)
begin
if (rst) begin
	 currPC <= 32'h00000000;
	end else begin
	 currPC <= nextPC;
	end
end
endmodule	
module adder(
   a,    
   b,    
   out    
   );
   parameter DSIZE = 32;
   input [DSIZE-1:0] a, b;
   output [DSIZE-1:0] out;
assign out = a+b;
endmodule
`timescale 1ns / 10ps
module alu(
   a,    
   b,    
   op,    
   out    
   );
   input [32-1:0] a, b;
   input [2:0] op;
   output reg [32-1:0] out;
always @(a or b or op )
begin
   case(op)
       6'b000000: out = a+b;
       6'b000001: out = a - b;
       6'b000010: out = a & b;
       6'b000011:  out = a^b;
       6'b000100: out = a<=b;
       6'b000101: out = a*b;
       6'b000110: out = a+b;
default: out = 0;  
   endcase
end
endmodule
`timescale 1ns / 10ps
module control(
  input [5:0] inst_cntrl, 
  output reg wen_cntrl,
  output reg alusrc_cntrl,
  output reg regdst_cntrl,
  output reg [2:0] aluop_cntrl
  );
  always@(inst_cntrl)
  begin
    case(inst_cntrl)
			6'b000000: begin
					wen_cntrl=1;
					alusrc_cntrl=0;
					regdst_cntrl=1;
					aluop_cntrl=inst_cntrl[2:0];
			end
        6'b000001: begin
                wen_cntrl=1;
					 alusrc_cntrl=0;
					 regdst_cntrl=1;
                aluop_cntrl=inst_cntrl[2:0];
        end
        6'b000010: begin
                wen_cntrl=1;
					 alusrc_cntrl=0;
					 regdst_cntrl=1;
                aluop_cntrl=inst_cntrl[2:0];
        end
        6'b000011: begin
                wen_cntrl=1;
					 alusrc_cntrl=0;
					 regdst_cntrl=1;
                aluop_cntrl=inst_cntrl[2:0];
        end
        6'b000100: begin
                wen_cntrl=1;
					 alusrc_cntrl=0;
					 regdst_cntrl=1;
                aluop_cntrl=inst_cntrl[2:0];
        end
        6'b000101: begin
                wen_cntrl=1;
					 alusrc_cntrl=0;
					 regdst_cntrl=1;
                aluop_cntrl=inst_cntrl[2:0];
			end
		6'b000110: begin
                wen_cntrl=1;
					 alusrc_cntrl=1;
					 regdst_cntrl=0;
                aluop_cntrl=inst_cntrl[2:0];
        end
		default: begin
				wen_cntrl=1; 
				alusrc_cntrl=0;
				regdst_cntrl=1;
				aluop_cntrl=inst_cntrl[2:0];
		end	
    endcase
  end
endmodule
`timescale 1ns / 10ps
module memory( clk, rst, wen, addr, data_in, fileid, data_out); 
  input clk;
  input rst;
  input wen;					 
  input [32-1:0] addr;       
  input [32-1:0] data_in;    
  input  fileid;				 
  output [32-1:0] data_out;  
  reg [32-1:0] memory [0:32*32-1];  
  reg [8*1000:0] line; 		    
integer fin, i, c, r;
reg [32-1:0] t_addr;
reg [32-1:0] t_data;
reg [32-1:0] addr_r;
assign data_out = memory[addr];		    
  always @(posedge clk)
    begin
      if(rst)
        begin
	memory[0] <= 32'h00000000;
        memory[1] <= 32'h05031000;
        memory[2] <= 32'h00430800;
        memory[3] <= 32'h0901F000;
        memory[4] <= 32'h1502F800;
        memory[5] <= 32'h03fa5000;
        memory[6] <= 32'h18E40001;
        memory[7] <= 32'h00000000;
        memory[8] <= 32'h00000000;   
	end
      else
        begin
          if (wen) 
            begin            
              memory[addr] <= data_in;
            end
	end
    end
endmodule
`timescale 1ns / 10ps
`timescale 1ns / 1ps
module regfile (
	clk,
	rst,
	wen,
	raddr1, 
	raddr2, 
	waddr, 
	wdata, 
	rdata1,
	rdata2
	);
	input clk;
	input rst;
	input wen;
	input [5-1:0] raddr1; 
	input [5-1:0] raddr2; 
	input [5-1:0] waddr; 
	input [32-1:0] wdata; 
	output [32-1:0] rdata1;
	output [32-1:0] rdata2;
	reg [32-1:0] regdata [0:32-1];
integer i;
	always@(posedge clk)
		begin
			if(rst)
				begin
					for (i=0; i<32; i=i+1)
					regdata[i] <=0;
					regdata[8] <=5; 
					regdata[3] <=2;
				end
			else
				regdata[waddr] <= (wen == 1) ? wdata : regdata[waddr]; 
		end
	assign rdata1 = ((wen) && (waddr == raddr1)) ? wdata : regdata[raddr1]; 
	assign rdata2 = ((wen) && (waddr == raddr2)) ? wdata : regdata[raddr2];
endmodule 
`timescale 1ns / 10ps
module EXE_WB_stage (
	input  clk,  rst,
	input [5-1:0] waddr_in,
	input [32-1:0] aluout_in,
	output reg [5-1:0] waddr_out,
	output reg [32-1:0] aluout_out
);
always @ (posedge clk) begin
	if(rst)
	begin
		waddr_out <= 0;
		aluout_out<=0;
	end
   else
	begin
		waddr_out <= waddr_in;
		aluout_out<=aluout_in;
	end
end
endmodule
`timescale 1ns / 1ps
`timescale 1ns / 10ps
module pipelined_regfile_4stage(clk, rst, aluout_EXE_WB);
input clk;				
input	rst;
output [32-1:0] aluout_EXE_WB;							
	wire [32-1:0] currPC;
	wire [32-1:0] nextPC;
	wire [32-1:0] inst;
	wire [32-1:0] instr_out;
	wire alusrc;
	wire alusrc_out;
	wire [2:0]	aluop;
	wire [2:0]	aluop_out;
	wire [32-1:0] aluout;
	wire regDST;
	wire wen;
	wire [32-1:0] rdata1_in;
	wire [32-1:0] rdata1_out;
	wire [32-1:0] rdata2_in;
	wire [32-1:0] rdata2_out;
	wire [32-1:0] imm_in = {16'b0,instr_out[15:0]};
	wire [32-1:0] imm_out;
	wire [5-1:0]waddr;
	wire [32-1:0]rdata2_imm=alusrc_out ? imm_out : rdata2_out; 
	wire [5-1:0]waddr_regDST=regDST ? instr_out[15:11] : instr_out[20:16]; 
	wire [5-1:0]waddr_regDST_out;
	adder ADD0 (.a(currPC),.b(32'b1),.out(nextPC));
	PC1 PC0 (.clk(clk),.rst(rst),.nextPC(nextPC),.currPC(currPC));
	memory M0 (.clk(clk),.rst(rst),.wen(1'b0), .addr(currPC), .data_in(32'b0), .fileid(0), .data_out(inst));
	IF_ID_stage IF_ID0(.clk(clk),.rst(rst),.inst_in(inst),.inst_out(instr_out));
	control C0 (.inst_cntrl(instr_out[31:26]),.wen_cntrl(wen),.alusrc_cntrl(alusrc),.regdst_cntrl(regDST),.aluop_cntrl(aluop));
	regfile RF0 (.clk(clk),.rst(rst),.wen(wen),.raddr1(instr_out[25:21]),.raddr2(instr_out[20:16]),.waddr(waddr),.wdata(aluout_EXE_WB),.rdata1(rdata1_in),.rdata2(rdata2_in));
	ID_EXE_stage ID_EXE0(.clk(clk),.rst(rst),.rdata1_in(rdata1_in),.rdata2_in(rdata2_in),.imm_in(imm_in),.opcode_in(aluop),.alusrc_in(alusrc),.waddr_in(waddr_regDST),.rdata1_out(rdata1_out),.rdata2_out(rdata2_out),.imm_out(imm_out),.opcode_out(aluop_out),.alusrc_out(alusrc_out),.waddr_out(waddr_regDST_out));
	alu ALU0 (.a(rdata1_out),.b(rdata2_imm),.op(aluop_out),.out(aluout));
	EXE_WB_stage EXE_WB0 (.clk(clk),.rst(rst),.waddr_in(waddr_regDST_out),.aluout_in(aluout),.waddr_out(waddr),.aluout_out(aluout_EXE_WB));
endmodule
</file>
<file path="config.mk">
export PLATFORM = sky130hd
export DESIGN_NAME = pipelined_regfile_4stage
export DESIGN_NICKNAME = pipelined_regfile_4stage
export VERILOG_FILES = /design/flow/design.v
export SDC_FILE = /design/flow/constraint.sdc
export NUM_CORES = 4
export LEC_CHECK = 1
export CORE_UTILIZATION = 40
export SYNTH_MEMORY_MAX_BITS = 65536
</file>
<file path="run.sh">
#!/bin/bash
# OpenROAD 26Q1-2900-gdf79404cd8, Yosys 0.63+post, stock flow scripts
make -C /OpenROAD-flow-scripts/flow DESIGN_CONFIG=/design/flow/config.mk WORK_HOME=/design/flow/orfs finish
</file>
<file path="constraint.sdc">
current_design pipelined_regfile_4stage

set clk_period 14.3
set clk_io_pct 0.2

create_clock -name clk0 -period $clk_period [get_ports {clk}]

set non_clock_inputs [all_inputs -no_clocks]
set_input_delay [expr $clk_period * $clk_io_pct] -clock clk0 $non_clock_inputs
set_output_delay [expr $clk_period * $clk_io_pct] -clock clk0 [all_outputs]
</file>
==> CHANGELOG.md <==
### Metrics

* Layout cells sized above 1 at 0.147
* Fillers at around 13000
* Die area at about 150000 um2
* Post-CTS sizing at 0
* N_diodes at 0
* Worst path slowest cell: fa_1
* Crit path largest cell delay at roughly 0.58 ns
* Area growth syn-to-layout at 9.67%
* Fmax at about 120 MHz
* DR pass1 iterations at 19
* Max-area cell share at 0.397
* Netlist cell types at 73
* Routed vias at between 30000 and 40000
* Pwr Total at a little over 7 mW
* Log Warnings at about 60
* Placed Instance Area at 60800 um2
* Total clock sinks at roughly 900
* # IOs at 34
* Initial drt markers at ~2700
* Pins over their slew limit at 0
* Worst relative slew slack at 0.364
* Buf+Inv Stages, Crit Path at 6
* Main flop type: edfxtp_1
* Post-route ant nets at 0
* Die extent in y at 383 um
* Minimum clock period at 8.31 ns
* Yosys warning count at 9
* CTS tree: done
* Setup TNS at 0 ns
* Crit. End Element: flip-flop
* Syn avg cell area at between 10 and 15 um2
* # hold bufs at CTS at 0
* Late-Pin Clk Latency at ~0.7 ns
* Root Buffer: clkbuf_16
* Register area at around 26000 um2
* Number of CTS-inserted buffers at around 96
* Placer Congestion at 1.01
* CP Launch Type: flip-flop
* Finished Layout Cells at about 6800
* Setup violations, final at 0
* Setup Skew at between 0.03 and 0.04 ns
* Core Box Area at around 140000 um2
* Worst Path Max Fanout at 27
* Final instance area at about 64000 um2
* Routed length per instance at between 20 and 30 um
* Logic area at 29700 um2
* FP Rows at roughly 140
* Floorplan Utilization at 0.404
* Grt total ovfl at 0
* Most frequent cell after synthesis: nor2_1
* Final Cycle Share at 0.581
* Synth top area cells: edfxtp_1 (40%), fa_1 (14%), mux4_2 (12%)
* Mapped cell area at 58100 um2
* Pwr Density at approximately 110 nW/um2
* Post-route DRC at 0
* Post-synth top cells: nor2_1 (955), edfxtp_1 (768), nand2_1 (418)
* Cells in synth_stat.txt at between 4000 and 5000
* Synth Instances at approximately 4900
* Hold Crit Class: reg2reg
* CP top delay family: adder cells
* Seq share, synth at 0.442
* Smallest hold slack at 0.427 ns
* Most Frequent Cell on Critical Path: fa_1
* Hold Fails Final Rpt at 0
* # H-tree levels at 3
* Post-Place Cells at ~6600
* Worst vdd ir at roughly 0.10 mV
* GRT Util Overall at 0.286
* Number of global-route vias before repair at about 41000
* Largest net degree at the start of global routing at 76
* Worst Tran Pin Value at ~0.95 ns
* Antenna violations before repair at 5
* Die width at about 380 um
* Yosys stat chip area at 58100 um2
* DR vias/cell at between 5 and 6
* Largest area contributor in the netlist: edfxtp_1
* Status: complete, no violations
* Critical path class: reg2reg
* Worst Path Arrival at 8.89 ns
* Dpl hpwl at 121000 um
* WP data required at 14.89 ns
* I/O Buffers at 33
* Drt total wl at between 150000 and 200000 um
* Clk slew on worst S/H paths at ~0.060 ns
* Maximum clock path buffer count at 3
* Number of enable flip-flop cells at 768
* Post-CTS Setup Bufs at 0
* Max-cap violations at 0
* Flops after synth at 900
* Ys async rst share at 0
* Unrepaired setup endpoints after global routing: no
* First-pass GRT wire length at 279000 um
* Leakage at around 22 nW
state kept, by name (all words and copies together), names as in the netlist:
| name | flops |
|---|---|
| EXE_WB0.aluout_out | 32 |
| PC0.currPC | 4 |
| ID_EXE0.rdata2_out | 32 |
| ID_EXE0.imm_out | 5 |
| IF_ID0.inst_out | 13 |
| ID_EXE0.alusrc_out | 1 |
| ID_EXE0.rdata1_out | 32 |
| EXE_WB0.waddr_out | 5 |
| ID_EXE0.waddr_out | 5 |
| ID_EXE0.opcode_out | 3 |
| RF0.regdata | 768 |
cell type report:
| class | count | share of cell area |
|---|---|---|
| well taps | 1903 | 0.0373 |
| inverters | 365 | 0.0215 |
| flip-flops and latches | 900 | 0.403 |
| multi-input cells | 3229 | 0.466 |
| clock inverters | 57 | 0.00596 |
| clock buffers | 122 | 0.0409 |
| repair buffers | 200 | 0.0254 |
final timing paths:
| kind | from | end | slack, ns | cells after the start |
|---|---|---|---|---|
| min reg2reg | ID_EXE0.waddr_out[1] | EXE_WB0.waddr_out[1] | 0.43 | 1 |
| max | ID_EXE0.alusrc_out | EXE_WB0.aluout_out[31] | 5.99 | 28 |
| max reg2reg | ID_EXE0.alusrc_out | EXE_WB0.aluout_out[31] | 5.99 | 28 |
| min | ID_EXE0.waddr_out[1] | EXE_WB0.waddr_out[1] | 0.43 | 1 |
cell families (layout without fill, tap and decap cells):
| kind of cell | count (synthesis) | after routing | share of synthesized area |
|---|---|---|---|
| XOR/XNOR | 121 | 121 | 0.0182 |
| AND-OR/OR-AND | 363 | 363 | 0.0411 |
| adder cells (fa/ha/maj) | 602 | 602 | 0.182 |
| AND/OR/NAND/NOR | 1743 | 1743 | 0.128 |
| buffers and inverters | 774 | 744 | 0.0502 |
| flip-flops | 900 | 900 | 0.442 |
| multiplexers | 400 | 400 | 0.138 |
placed cells by master, fill, tap and decap left out, types with 14 or more instances in the layout:
cell             synthesis  routed
a21o_1                  25      25
a21oi_1                111     111
a31oi_1                 16      16
and2_1                 149     149
buf_4                    0     165
clkbuf_1               286      17
clkbuf_16                0      99
clkdlybuf4s50_1          0      32
clkinv_1                 2      26
clkinv_2                 0      18
dfxtp_1                132     124
edfxtp_1               768     768
fa_1                   410     410
ha_1                   192     192
inv_1                  360     359
mux2i_1                 76      76
mux4_2                 320     320
nand2_1                418     394
nand2_2                  0      24
nand2b_1                78      55
nand2b_2                 0      23
nand3_1                 15      15
nor2_1                 955     955
nor2b_1                 51      41
nor3_1                  24      22
o21a_1                  14      14
o21ai_0                 50      49
o22ai_1                 14      14
xnor2_1                 95      95
xor2_1                  26      26
where the power goes:
group / total, mW / internal, mW / switching [mW]
clock network: 2.38 / 1.33 / 1.05
logic: 1.74 / 0.651 / 1.09
registers: 3.07 / 2.96 / 0.108
total: 7.19 / 4.94 / 2.24
metrics by stage:
| step | util | setup WS, ns |
|---|---|---|
| after detailed placement | 0.422 | 6.02 |
| after CTS | 0.443 | 5.98 |
| after global placement | 0.422 | 6.11 |
| final | 0.443 | 5.99 |
| after global routing | 0.443 | 5.47 |
| after floorplan | - | 6.61 |
metal layers:
layer	vias to the layer above	share of wire	track usage
li1	16500	-	-
met1	19100	0.33	0.338
met2	2542	0.46	0.425
met3	448	0.16	0.194
met4	18	0.045	0.0930
met5	-	0.0020	0.0179
No activity file was given, so power comes from the tool's default toggle rates.
